==> config.mk <==
export PLATFORM = sky130hd
export DESIGN_NAME = RingLWE
export DESIGN_NICKNAME = RingLWE
export VERILOG_FILES = /design/flow/design.v
export SDC_FILE = /design/flow/constraint.sdc
export NUM_CORES = 4
export LEC_CHECK = 1
export CORE_AREA = 10 10 104 104
export DIE_AREA = 0 0 114 114
export SYNTH_HDL_FRONTEND = slang
==> constraint.sdc <==
current_design RingLWE

set clk_period 2.9
set clk_io_pct 0.2

create_clock -name clk0 -period $clk_period [get_ports {clk}]

set non_clock_inputs [all_inputs -no_clocks]
set_input_delay [expr $clk_period * $clk_io_pct] -clock clk0 $non_clock_inputs
set_output_delay [expr $clk_period * $clk_io_pct] -clock clk0 [all_outputs]
==> design.v <==
module RingLWE #(parameter N = 4, parameter Q = 2) (
    input logic clk,
    input logic rst,
    input logic [Q-1:0] r2,  
    input logic [Q-1:0] e1,  
    input var [N-1:0][Q-1:0] r1,
    input var [N-1:0][Q-1:0] a,
    input var [N-1:0][Q-1:0] message,
    input var [N-1:0][Q-1:0] e2,
    input var [N-1:0][Q-1:0] e3,
    input logic start,
    output var [N-1:0][Q-1:0] ciphertext1,
    output var [N-1:0][Q-1:0] ciphertext2,
    output var [N-1:0][Q-1:0] decoded_message,
    output var [N-1:0][Q-1:0] public_key_p
);
    logic [N-1:0][Q-1:0] p;
    logic [N-1:0][Q-1:0] c1, c2;
    task key_generation();
        p = polynomial_sub(r1, polynomial_mult_const(a, r2));
    endtask
    task encryption(input logic [N-1:0][Q-1:0] m);
        c1 = polynomial_add(polynomial_mult_const(a, e1), e2);
        c2 = polynomial_add(polynomial_add(polynomial_mult_const(p, e1), e3), m);
    endtask
    task decryption(input logic [N-1:0][Q-1:0] c1, c2, output logic [N-1:0][Q-1:0] m);
        m = polynomial_add(polynomial_mult_const(c1, r2), c2);
    endtask
    function logic [N-1:0][Q-1:0] polynomial_add(
        input logic [N-1:0][Q-1:0] poly1,
        input logic [N-1:0][Q-1:0] poly2
    );
        logic [N-1:0][Q-1:0] result;
        for (int i = 0; i < N; i++) begin
            result[i] = (poly1[i] + poly2[i]) % Q;
        end
        return result;
    endfunction
    function logic [N-1:0][Q-1:0] polynomial_sub(
        input logic [N-1:0][Q-1:0] poly1,
        input logic [N-1:0][Q-1:0] poly2
    );
        logic [N-1:0][Q-1:0] result;
        for (int i = 0; i < N; i++) begin
            result[i] = (poly1[i] - poly2[i] + Q) % Q;  
        end
        return result;
    endfunction
    function logic [N-1:0][Q-1:0] polynomial_mult_const(
        input logic [N-1:0][Q-1:0] poly,
        input logic [Q-1:0] constant
    );
        logic [N-1:0][Q-1:0] result;
        for (int i = 0; i < N; i++) begin
            result[i] = (poly[i] * constant) % Q;
        end
        return result;
    endfunction
    always_ff @(posedge clk or posedge rst) begin
        if (rst) begin
        end else if (start) begin
            key_generation();
            public_key_p <= p;
            encryption(message);
            ciphertext1 <= c1;
            ciphertext2 <= c2;
            decryption(c1, c2, decoded_message);
        end
    end
endmodule
==> run.sh <==
#!/bin/bash
# OpenROAD 26Q1-2900-gdf79404cd8, Yosys 0.63+post, stock flow scripts
make -C /OpenROAD-flow-scripts/flow DESIGN_CONFIG=/design/flow/config.mk WORK_HOME=/design/flow/orfs finish
==> results.rst <==
Synthesis and place-and-route
=============================

.. list-table::
   :header-rows: 1

   * - Metric
     - Value
   * - DR WL/cell
     - 11.48 µm
   * - Final weighted congestion in routability-driven placement
     - approximately 0.7
   * - Sinks on the clock net
     - 16
   * - Multi-input combinational cell area
     - between 500 and 600 µm²
   * - Via count of the first global-routing pass
     - 730
   * - Number of distinct library cell variants in the gate-level netlist after synthesis
     - 15
   * - Tool warnings
     - between 40 and 50
   * - Minimum setup slack in the final design
     - between 700 and 800 ps
   * - Summed instance area of the synthesized netlist
     - approximately 0.0011 mm²
   * - Area share of fa/ha/maj cells after synthesis
     - 0%
   * - Family with the most delay on the worst path
     - buffers and inverters
   * - Basic-gate share of the synthesized area counting and, or, nand and nor cells
     - a little under an eighth
   * - Critical path buffers and inverters
     - 1
   * - YS warnings
     - 0
   * - Clock buffer count from CTS
     - 3
   * - Required time at the endpoint of the critical path
     - approximately 2900 ps
   * - Register bit total from synthesis
     - 16
   * - XOR/XNOR Area Share
     - between 10% and 20%
   * - Maximum root-to-sink buffer count
     - 2
   * - CTS-repair resized insts
     - 0
   * - Total setup violations reported at the end of the flow
     - 0
   * - Port Buffers
     - approximately 40
   * - DRC viols
     - 0
   * - # fillers
     - just under 1000
   * - Final Cycle Share
     - between 70% and 80%
   * - Mux cell area share
     - 7.611%
   * - Sequential fraction of the synthesis area
     - 44.96%
   * - Detailed placement HPWL
     - between 2 and 2.5 mm
   * - Number of H-tree levels
     - 1
   * - Clock Tree Root
     - clkbuf_8
   * - Most frequent cell after synthesis
     - buf_4
   * - Most common library cells after synthesis
     - 17 x buf_4, 16 x edfxtp_1, 12 x xnor2_1
   * - DIE WIDTH
     - roughly 110 µm
   * - Die Y-Extent
     - ~110 µm
   * - Area added between synthesis and finish
     - 48.24%
   * - Area fraction in compound gates
     - under 10%
   * - Storage cell area
     - approximately 480 µm²
   * - Power density over the cells
     - 392.0 mW/mm²
   * - Dominant cell type by area after synthesis
     - edfxtp_1
   * - Via count normalized by instance count
     - just under 3
   * - CP max stage cell
     - clkdlybuf4s50_1
   * - Yosys cell count
     - 83
   * - Max frequency
     - between 400 and 500 MHz
   * - Maximum vdd drop
     - ~0.00012 V
   * - Max-cap violation count
     - 0
   * - Category of the worst setup path capture point
     - flip-flop
   * - Number of antenna violations at the first check in global routing
     - 0
   * - Status
     - complete, no violations
   * - Top cell type's share of synthesized area
     - ~45%
   * - Prevailing post-synth register cell
     - edfxtp_1
   * - Largest cells by area
     - edfxtp_1 45%, buf_4 12%, xnor2_1 9.8%
   * - Number of max-slew violations in the final report
     - 0
   * - Crit Path Category
     - in -> reg
   * - Wire length of the first global-routing pass
     - approximately 4 mm
   * - Post-CTS Setup Repair Bufs
     - 0
   * - Antenna violation net count after detailed routing
     - 0
   * - Post-synth area from yosys stat
     - between 0.001 and 0.0015 mm²
   * - Final Hold Fails
     - 0
   * - Number of synthesized flops with an enable pin
     - 16
   * - Share of flip-flops with an asynchronous set or reset after synthesis
     - 0%
   * - Synthesized area divided by synthesized cell count
     - around 13 µm²
   * - Number of top-level pins
     - roughly 79
   * - Total via count after detailed routing
     - about 680
   * - DR iter-0 viols
     - 5
   * - Non-Filler Instances
     - between 200 and 250
   * - Top logic cell family in the synthesized netlist
     - XOR/XNOR gates
   * - CTS Hold Buffers Added
     - 0
   * - Shortest clock period the worst path allows after layout
     - between 2000 and 2500 ps
   * - Number of core rows
     - 34
   * - Area inside the core boundary
     - just under 0.009 mm²
   * - Hold WS
     - 1052 ps
   * - DP Cell Count
     - approximately 230
   * - Setup TNS
     - 0 ps
   * - Unrepaired setup endpoints after global routing
     - no
   * - Final antenna diode count
     - 0
   * - GR Overflow Total
     - 0
   * - Drt first pass iters
     - 4
   * - All-layer global routing usage
     - 3.956%
   * - Largest incremental delay on the critical path
     - just under 800 ps
   * - Critical-path maximum fanout
     - 16
   * - Pin count of the biggest net entering global routing
     - 17
   * - Core utilization at floorplan
     - 12.31%
   * - Arrival time of data at the critical path endpoint
     - ~2200 ps
   * - Worst-path cell chain
     - clkdlybuf4s50_1, or2b_1, mux2i_4, xor3_1
   * - CTS tree
     - done
   * - Class of the most critical hold timing path
     - in -> reg
   * - Leakage power total
     - 0.5752 nW
   * - Clk slew on worst S/H paths
     - approximately 60 ps
   * - Aggregate routed wire length
     - 2.676 mm
   * - Chip area
     - 0.01300 mm²
   * - Number of standard cells after synthesis
     - just over 80
   * - Post-Place Worst Slack
     - between 400 and 500 ps
   * - Ratio of cells with drive above 1 in the final layout
     - about a tenth
   * - Startpoint type of the worst setup path
     - primary input
==> metrics by stage <==
step                utilization [%]  power [mW]  cell area [µm²]
global placement              17.78      0.4619             1543
floorplan                         -      0.3823             1125
finish                        18.25      0.6209             1584
global route                  18.25      0.6593             1584
detailed placement            17.78      0.4639             1543
CTS                           18.25      0.6390             1584
==> sequential cells by signal, summed over array words and instances (netlist names) <==
| name | count |
|---|---|
| public_key_p | 4 |
| decoded_message | 4 |
| ciphertext2 | 4 |
| ciphertext1 | 4 |
==> worst paths after layout <==
path	from	to	slack, ps	cells after the start
worst min-delay path	r1[6]	public_key_p[6]	1050	2
worst max-delay path	e1[0]	decoded_message[0]	710	4
==> area by class of cell <==
class,count,share of cell area (%)
clock buffer,3,2.607
timing repair buffer,41,25.75
tap,108,8.531
multi-input combinational,65,32.78
sequential,16,30.33
==> power breakdown <==
group / internal, mW / leakage (nW) / switching, mW
sequential: 0.284 / 0.150 / 0.00502
combinational: 0.113 / 0.404 / 0.0508
clock: 0.0920 / 0.0216 / 0.0759
total: 0.489 / 0.575 / 0.132
==> layer usage <==
metal	track usage (%)	wire length [µm]	up-vias
li1	-	-	337
met1	4.589	1070	309
met2	6.834	1364	32
met3	1.861	240	0
met4	0.1671	0	0
met5	0	0	-
==> cell families after synthesis <==
family	Yosys count
AND-OR/OR-AND	8
XOR/XNOR	16
buffers and inverters	17
AND/OR/NAND/NOR	21
flip-flops	16
multiplexers	4
other	1
==> placed cells by master (no fill, tap or decap) <==
| master | count |
|---|---|
| mux2i_2 | 1 |
| mux2i_4 | 3 |
| and3b_1 | 4 |
| nand2_1 | 8 |
| o21ai_0 | 4 |
| clkbuf_8 | 3 |
| or2b_1 | 3 |
| nor2b_2 | 1 |
| xor3_1 | 4 |
| edfxtp_1 | 16 |
| conb_1 | 16 |
| buf_4 | 1 |
| clkdlybuf4s50_1 | 40 |
| xnor2_1 | 12 |
| a21boi_0 | 4 |
| nand2b_1 | 1 |
| or2_2 | 4 |
No activity file was given, so power comes from the tool's default toggle rates.
